===== design.v =====
`timescale 1ns / 1ps
module operators(a,b,c,d,e,f,g,h,i,j,k,l);
input [3:0]a,b;
output e,f,g,i;
output [3:0]c,d,h,j;
output [7:0]k,l;
assign c=a*b;
assign d=a%b;
assign e = a>b;
assign f=a===b;
assign g=e&&f;
assign h=a^b;
assign i=|a;
assign j=a>>2;
assign k={a,b};
assign l={2{a}};
endmodule

===== run.sh =====
#!/bin/bash
# OpenROAD 26Q1-2900-gdf79404cd8, Yosys 0.63+post, stock flow scripts
make -C /OpenROAD-flow-scripts/flow DESIGN_CONFIG=/design/flow/config.mk WORK_HOME=/design/flow/orfs finish

===== config.mk =====
export PLATFORM = sky130hd
export DESIGN_NAME = operators
export DESIGN_NICKNAME = operators
export VERILOG_FILES = /design/flow/design.v
export SDC_FILE = /design/flow/constraint.sdc
export NUM_CORES = 4
export LEC_CHECK = 1
export CORE_AREA = 10 10 71 71
export DIE_AREA = 0 0 81 81

===== constraint.sdc =====
current_design operators

set clk_period 8.7
set clk_io_pct 0.2

create_clock -name clk0 -period $clk_period

set non_clock_inputs [all_inputs -no_clocks]
set_input_delay [expr $clk_period * $clk_io_pct] -clock clk0 $non_clock_inputs
set_output_delay [expr $clk_period * $clk_io_pct] -clock clk0 [all_outputs]

==> run_summary.xml <==
<?xml version="1.0" encoding="UTF-8"?>
<metrics>
  <group name="setup_path">
    <metric name="crit_type" unit="">input port to output pin</metric>
    <metric name="crit_path_start_kind" unit="">input port</metric>
    <metric name="timing.critical_path.slowest_cell_delay" unit="ns">0.52</metric>
    <metric name="cp_slowest_cell" unit="">sky130_fd_sc_hd__or4b_4</metric>
    <metric name="cell_type_group_with_the_largest_total_delay_on_the_critical_path" unit="">adder cells</metric>
    <metric name="critPathRequiredTime" unit="ns">6.96</metric>
    <metric name="crit_chain" unit="">clkdlybuf4s50_1 &gt; inv_1 &gt; ha_1 &gt; nor4b_1 &gt; o2bb2ai_1 &gt; inv_1 &gt; ha_1 &gt; or4b_4 &gt; a21boi_2 &gt; a21oi_1 &gt; ha_1 &gt; nor2_1 &gt; a211oi_4 &gt; mux2_2 &gt; ha_1 &gt; nand2_1 &gt; o21ai_1 &gt; mux2_2 &gt; clkdlybuf4s50_1</metric>
    <metric name="timing.critical_path.to_type" unit="">output pin</metric>
    <metric name="buffers_plus_inverters_on_the_worst_setup_path" unit="">4</metric>
    <metric name="data_arrival_critical_path" unit="ns">6.62</metric>
    <metric name="cp_common_cell" unit="">sky130_fd_sc_hd__ha_1</metric>
    <metric name="crit_path_max_fanout" unit="">5</metric>
  </group>
  <group name="placed_design">
    <metric name="dp_hpwl" unit="µm">2000</metric>
    <metric name="routabilityCongestion" unit="">0.816</metric>
    <metric name="port-buffer-count" unit="">41</metric>
    <metric name="detailedPlace.worstSlack" unit="ns">0.354</metric>
  </group>
  <group name="cts">
    <metric name="cts.hold.buffers_added" unit="">0</metric>
    <metric name="cts-resized-gates" unit="">0</metric>
    <metric name="post-cts-setup-buffer-count" unit="">0</metric>
  </group>
  <group name="detailed_routing">
    <metric name="avgRoutedWirePerCell" unit="µm">12.3</metric>
    <metric name="avgViaCountPerCell" unit="">4.29</metric>
    <metric name="dr_total_vias" unit="">798</metric>
    <metric name="postRouteAntennaNets" unit="">0</metric>
    <metric name="route.detailed.drc" unit="">0</metric>
    <metric name="detailedRoute.firstPassIterationCount" unit="">4</metric>
    <metric name="drt_iter0_markers" unit="">29</metric>
    <metric name="diodes" unit="">0</metric>
    <metric name="wirelength" unit="µm">2300</metric>
  </group>
  <group name="grt">
    <metric name="grt_antenna_before_repair" unit="">0</metric>
    <metric name="first_global_vias" unit="">783</metric>
    <metric name="grt_use_total" unit="">0.0678</metric>
    <metric name="grt_overflow" unit="">0</metric>
    <metric name="largest_net_degree_at_the_start_of_global_routing" unit="">12</metric>
    <metric name="first_pass_grt_wire_length" unit="µm">3720</metric>
  </group>
  <group name="pwr">
    <metric name="power_switching" unit="mW">0.0356</metric>
    <metric name="powerDensity" unit="nW/µm²">74.1</metric>
    <metric name="design_power_total" unit="mW">0.0923</metric>
    <metric name="cell_internal_pwr" unit="mW">0.0567</metric>
    <metric name="power.ir.vdd_worst" unit="V">0.0000517</metric>
    <metric name="power_frac_clock" unit="">0</metric>
    <metric name="power.combinational.fraction" unit="">1.000</metric>
    <metric name="power_leakage" unit="nW">0.559</metric>
    <metric name="sequential_share_of_power" unit="">0</metric>
    <metric name="switching_share_of_power" unit="">0.386</metric>
  </group>
  <group name="final_layout">
    <metric name="num-clock-buffers" unit="">0</metric>
    <metric name="synthToLayoutAreaGrowth" unit="%">37.2</metric>
    <metric name="post_route_cells_drive_above_1_share" unit="">0.0797</metric>
    <metric name="finalCoreUtilization" unit="">0.343</metric>
    <metric name="nFlopsAndLatches" unit="">0</metric>
    <metric name="n_fill_cell" unit="">382</metric>
    <metric name="regArea" unit="µm²">0</metric>
  </group>
  <group name="synth">
    <metric name="syn_area" unit="µm²">907</metric>
    <metric name="synth.yosys.num_cells" unit="">114</metric>
    <metric name="number_of_warnings_printed_during_yosys_synthesis" unit="">0</metric>
    <metric name="netlist_instances" unit="">114</metric>
    <metric name="synth_cell_type_count" unit="">29</metric>
    <metric name="yosysChipArea" unit="µm²">907</metric>
    <metric name="avg_cell_area_syn" unit="µm²">7.96</metric>
    <metric name="seq_area_frac_synth" unit="">0</metric>
  </group>
  <group name="sta">
    <metric name="period_needed" unit="ns">8.36</metric>
    <metric name="setup_viol" unit="">0</metric>
    <metric name="timing.final.hold_violations" unit="">0</metric>
    <metric name="postLayoutSetupSlackWorst" unit="ns">0.337</metric>
    <metric name="unrepaired_setup_endpoints_after_global_routing" unit="">false</metric>
    <metric name="max_clock_freq" unit="MHz">120</metric>
    <metric name="post-route-period-util" unit="">0.961</metric>
    <metric name="fin_setup_tns" unit="ns">0</metric>
    <metric name="final-max-slew-violation-count" unit="">0</metric>
  </group>
  <group name="flow_run">
    <metric name="max_cap_violations" unit="">0</metric>
    <metric name="warning_count" unit="">38</metric>
  </group>
  <group name="floorplanning">
    <metric name="core_area" unit="µm²">3630</metric>
    <metric name="ios" unit="">44</metric>
    <metric name="die-area" unit="µm²">6560</metric>
    <metric name="dieHeight" unit="µm">81</metric>
    <metric name="floorplan.core_util" unit="">0.250</metric>
    <metric name="placement_rows" unit="">22</metric>
    <metric name="die_width" unit="µm">81</metric>
  </group>
  <group name="min_path">
    <metric name="hold_path.class" unit="">input port to output pin</metric>
  </group>
  <group name="run_status">
    <metric name="run_status" unit="">complete, no violations</metric>
  </group>
</metrics>
final timing paths:
check             cells past startpoint  from  slack (ns)   end
setup / recovery                     19  b[0]        0.34  d[1]
hold / removal                        2  b[1]        4.43  k[1]
cells in the mapped netlist:
cell,instances,area share
sky130_fd_sc_hd__ha_1,23,0.32
sky130_fd_sc_hd__buf_4,21,0.17
sky130_fd_sc_hd__inv_1,12,0.050
sky130_fd_sc_hd__a21oi_1,9,0.050
sky130_fd_sc_hd__nor2_1,8,0.033
sky130_fd_sc_hd__xnor2_1,7,0.068
sky130_fd_sc_hd__nand2_1,5,0.021
sky130_fd_sc_hd__mux2_2,4,0.050
sky130_fd_sc_hd__nor3_1,2,0.011
sky130_fd_sc_hd__o21ai_0,2,0.011
sky130_fd_sc_hd__o21ai_1,2,0.011
sky130_fd_sc_hd__xor2_1,2,0.019
sky130_fd_sc_hd__a211oi_1,1,0.0083
sky130_fd_sc_hd__a211oi_4,1,0.022
sky130_fd_sc_hd__a21boi_2,1,0.012
sky130_fd_sc_hd__a21o_1,1,0.0083
sky130_fd_sc_hd__a31o_1,1,0.0097
sky130_fd_sc_hd__buf_2,1,0.0055
sky130_fd_sc_hd__conb_1,1,0.0041
sky130_fd_sc_hd__fa_1,1,0.022
sky130_fd_sc_hd__nand2b_1,1,0.0069
sky130_fd_sc_hd__nor4_1,1,0.0069
sky130_fd_sc_hd__nor4b_1,1,0.0097
sky130_fd_sc_hd__o21bai_1,1,0.0083
sky130_fd_sc_hd__o2bb2ai_1,1,0.0097
sky130_fd_sc_hd__o32a_1,1,0.011
sky130_fd_sc_hd__or4_1,1,0.0083
sky130_fd_sc_hd__or4b_4,1,0.015
sky130_fd_sc_hd__xor2_2,1,0.018
final cells by class:
class	instances	area, µm²	area share
Tap cell	48	60.1	0.0482
Multi-Input combinational cell	82	707	0.568
Inverter	12	45.0	0.0362
Timing Repair Buffer	44	433	0.348
cell usage in the layout (no fill, tap or decap), drive strengths merged:
cell / n
nor3: 2
nor2: 8
a31o: 1
o21ai: 4
conb: 3
xor2: 3
inv: 12
a211oi: 2
o32a: 1
nor4b: 1
or4b: 1
xnor2: 7
o21bai: 1
a21boi: 1
clkdlybuf4s50: 41
nor4: 1
buf: 3
nand2: 5
o2bb2ai: 1
nand2b: 1
a21oi: 9
mux2: 4
a21o: 1
fa: 1
ha: 23
or4: 1
power by group through the flow:
stage / combinational [mW] / sequential [mW] / clock [mW]
4_1_cts: 0.0948 / 0 / 0
5_1_grt: 0.104 / 0 / 0
6_report: 0.0923 / 0 / 0
through the flow:
step                cells  hold slack [ns]  cell area [µm²]
floorplan             116             3.53              915
global placement      186             4.46             1240
detailed placement    186             4.44             1240
CTS                   186             4.45             1240
global route          186             4.49             1240
finish                186             4.43             1240
kinds of logic (layout without fill, tap and decap cells):
kind of cell | count (synthesis) | after routing | share of synthesized area
buffers and inverters | 34 | 56 | 0.229
XOR/XNOR | 10 | 10 | 0.105
multiplexers | 4 | 4 | 0.0497
AND/OR/NAND/NOR | 20 | 20 | 0.112
other | 1 | 3 | 0.00413
AND-OR/OR-AND | 21 | 21 | 0.161
adder cells (fa/ha/maj) | 24 | 24 | 0.339
metal layers:
metal  GRT usage  share of wire
met4           0              0
met2       0.104           0.37
met5           0              0
met1      0.0896           0.48
met3      0.0334           0.15
Power is estimated from default activity; no workload was simulated.
